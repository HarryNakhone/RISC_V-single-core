## design.v

```verilog
`timescale 1ns / 1ps
module risc_alu(
input logic [31:0]OperA,
input logic [31:0]OperB,
input logic [3:0] Alu_ctrl,
output logic [31:0] alu_out,
output logic zero,
output logic last_bit
);
wire [4:0] shift_amount = OperB[4:0];  
    always_comb begin
       case(Alu_ctrl) 
            4'b0000: alu_out = OperA + OperB;   
            4'b0010: alu_out = OperA & OperB;   
            4'b0011: alu_out = OperA | OperB;   
            4'b0001: alu_out = OperA + (~OperB + 1'b1);  
           4'b0101: alu_out = {31'b0, $signed(OperA) < $signed(OperB)};   
           4'b0111: alu_out = {31'b0, OperA < OperB};    
            4'b1000:alu_out = OperA ^ OperB;   
            4'b0100: alu_out = OperA << shift_amount;    
            4'b0110: alu_out = OperA >> shift_amount;   
            4'b1001: alu_out = $signed(OperA) >>> shift_amount;   
            default: alu_out = 32'b0;
       endcase
    end
assign zero = alu_out == 32'b0;
assign last_bit = alu_out[0];
endmodule
```

## run.sh

```bash
#!/bin/bash
# OpenROAD 26Q1-2900-gdf79404cd8, Yosys 0.63+post, stock flow scripts
make -C /OpenROAD-flow-scripts/flow DESIGN_CONFIG=/design/flow/config.mk WORK_HOME=/design/flow/orfs finish
```

## config.mk

```make
export PLATFORM = sky130hd
export DESIGN_NAME = risc_alu
export DESIGN_NICKNAME = risc_alu
export VERILOG_FILES = /design/flow/design.v
export SDC_FILE = /design/flow/constraint.sdc
export NUM_CORES = 4
export LEC_CHECK = 1
export CORE_UTILIZATION = 40
export SYNTH_HDL_FRONTEND = slang
```

## constraint.sdc

```tcl
current_design risc_alu

set clk_period 15.0
set clk_io_pct 0.2

create_clock -name clk0 -period $clk_period

set non_clock_inputs [all_inputs -no_clocks]
set_input_delay [expr $clk_period * $clk_io_pct] -clock clk0 $non_clock_inputs
set_output_delay [expr $clk_period * $clk_io_pct] -clock clk0 [all_outputs]
```

==> impl_metrics.env <==
# source this file to load flow results
export IMPL_postRouteAntennaNets=0
export IMPL_grt_max_degree=60
export IMPL_yosysUniqueCellTypes=87
export IMPL_placed_area_sq_um=10900
export IMPL_drtPass1Iterations=7
export IMPL_die_h_um=158
export IMPL_tightest_slew_ns=1.02
export IMPL_seqCellArea_sq_um=0
export IMPL_setup_viol_count_final=0
export IMPL_netlist_area_sq_um=9730
export IMPL_hold_path_class="in2out"
export IMPL_intPower_uw=171
export IMPL_wl_per_cell_um=28.2
export IMPL_layout_top_cells="115 x nor2_1, 111 x inv_1, 100 x nand2_1"
export IMPL_max_slew_margin_pct=31.2
export IMPL_cts_resized=0
export IMPL_die_width_um=158
export IMPL_netlist_area_leader_share_pct=13.9
export IMPL_syn_inst=1348
export IMPL_rows=56
export IMPL_yosys_stat_chipArea_sq_um=9730
export IMPL_rsz0062_at_grt="no"
export IMPL_design_seq_count=0
export IMPL_gp_congestion=1.09
export IMPL_power_frac_seq_pct=0
export IMPL_antenna_found_initial=1
export IMPL_finalMaxSlewViolations=0
export IMPL_cp_required_ns=12.00
export IMPL_drcViolationCount=0
export IMPL_drt_total_wl_mm=47.6
export IMPL_hpwl_mm=37.4
export IMPL_drt_initial_drc_count=1455
export IMPL_peakVddDrop_mv=0.0187
export IMPL_power_switching_uw=266
export IMPL_synthToLayoutAreaGrowth_pct=12.4
export IMPL_period_needed_ns=12.25
export IMPL_final_cell_area_sq_um=10900
export IMPL_status="completed"
export IMPL_portBuffers=102
export IMPL_top_area_cell="mux4_2"
export IMPL_pwr_share_comb_pct=100.0
export IMPL_cap_violations=0
export IMPL_setup_slack_ns=2.75
export IMPL_warning_count=97
export IMPL_drive_above_1_share_pct=9.93
export IMPL_clkPwrFrac_pct=0
export IMPL_syn_area_per_cell_sq_um=7.22
export IMPL_vias_per_cell=7.00
export IMPL_core_area_sq_um=23700
export IMPL_top_cells_by_area="mux4_2 14%, ha_1 12%, a21oi_1 4.7%, mux2i_1 4.5%, nor2_1 4.4%"
export IMPL_synth_seq_area_share_pct=0
export IMPL_critPathLaunchType="primary input"
export IMPL_cellPowerDensity_nw_per_um2=40.0
export IMPL_sw_frac_of_total_pct=60.9
export IMPL_grtUsageTotal_pct=39.0
export IMPL_tns_ns=0
export IMPL_fmax_mhz=81.6
export IMPL_pre_cts_ws_ns=2.82
export IMPL_vias=11832
export IMPL_overflow=0
export IMPL_hold_viol_final=0
export IMPL_yosysWarnings=0
export IMPL_cts_hold_buf=0
export IMPL_grt_pass1_wl_mm=69.9
export IMPL_nClkBuffers=0
export IMPL_crit_type="in2out"
export IMPL_ys_cells=1348
export IMPL_power_leakage_uw=0.00443
export IMPL_post_cts_buffers=0
export IMPL_dieArea_sq_um=24900
export IMPL_cp_end_kind="output pin"
export IMPL_fp_util_pct=41.1
export IMPL_lay_top_count="nor2_1"
export IMPL_cp_arrival_ns=9.25
export IMPL_path_max_fanout=32
export IMPL_io_pins=102
export IMPL_finalCritPeriodShare_pct=81.7
export IMPL_first_global_vias=10672
cell usage after synthesis, drive strengths merged, types with 32 or more instances:
library cell	instances
clkbuf	79
nand2	100
mux4	63
ha	97
a21oi	92
inv	112
buf	32
a211oi	33
o21ai	71
mux2i	45
nor3	34
nor2	116
worst max-delay path, stage by stage:
cell and delay [ns]:
clkdlybuf4s50_1 0.45, buf_4 0.34, clkinv_1 0.63, ha_1 0.68, inv_1 0.25, a211oi_1 0.08
o31ai_1 0.51, a311o_1 0.37, o21ai_0 0.18, a2111o_1 0.40, a32o_2 0.27, or4b_1 0.45
or4_1 0.55, or4_1 0.53, nor2_1 0.10, clkdlybuf4s50_1 0.47
routing by layer:
layer / global-route usage (%) / vias up / share of wire (%)
li1: - / 5247 / -
met1: 58.5 / 5716 / 43
met2: 55.4 / 785 / 41
met3: 11.1 / 84 / 13
met4: 9.02 / 0 / 2.8
met5: 0 / - / 0
layout make-up:
type / instances / area, sq um
fill: 2532 / 12700
multi-input combinational: 1124 / 8880
timing repair buffer: 133 / 1230
inverter: 113 / 424
tap: 319 / 399
antenna: 1 / 2.50
path summary, 6_finish.rpt:
kind / from / endpoint / cells past startpoint
setup / recovery: OperB[4] / zero / 16
hold / removal: OperB[2] / alu_out[4] / 6
cell families after synthesis:
kind of cell | Yosys count | share of synthesized area [%]
AOI/OAI and AO/OA | 472 | 34.6
buffers and inverters | 224 | 9.14
muxes | 115 | 20.3
adders and majority gates | 99 | 12.9
and+or+nand+nor | 430 | 22.4
xor gates and xnor gates | 8 | 0.720
metrics by stage:
step | util [%] | hold WS (ns) | std cells | power (uW)
finish | 46.2 | 7.29 | 1690 | 438
global route | 46.2 | 7.32 | 1689 | 464
global placement | 46.2 | 7.28 | 1689 | 423
CTS | 46.2 | 7.28 | 1689 | 423
floorplan | - | 6.24 | 1348 | 257
detailed placement | 46.2 | 7.28 | 1689 | 420
power groups by stage:
stage / Combinational [uW] / Clock (uW) / Sequential [uW]
after CTS: 423 / 0 / 0
after global routing: 464 / 0 / 0
final: 438 / 0.00000451 / 0
Power is estimated from default activity; no workload was simulated.
