===== /design/flow/design.v =====
`timescale 1ns / 1ps
module risc_register_file(
input logic clk,
input logic WE,
input logic [31:0] WD,
input logic [4:0] addr3,
input logic [4:0] addr1,
input logic [4:0] addr2,
output logic [31:0] RD1,
output logic [31:0] RD2,
input logic rset_lg  
    );
    reg [31:0] registers [0:31];
    logic g;
    initial g = 1'b0;
    always @(posedge clk)begin
        if (rset_lg == 1'b0) begin
            for (int k= 0; k< 32; k++)begin
                registers[k] <= 32'b0;
            end
        end
        else if (WE & addr3 != 0) begin 
                g <= ~g;
                registers[addr3] <= WD;
        end
    end
    always_comb begin
        RD1 = registers[addr1];
        RD2 = registers[addr2];
    end
endmodule

===== /design/flow/run.sh =====
#!/bin/bash
# OpenROAD 26Q1-2900-gdf79404cd8, Yosys 0.63+post, stock flow scripts
make -C /OpenROAD-flow-scripts/flow DESIGN_CONFIG=/design/flow/config.mk WORK_HOME=/design/flow/orfs finish

===== /design/flow/config.mk =====
export PLATFORM = sky130hd
export DESIGN_NAME = risc_register_file
export DESIGN_NICKNAME = risc_register_file
export VERILOG_FILES = /design/flow/design.v
export SDC_FILE = /design/flow/constraint.sdc
export NUM_CORES = 4
export LEC_CHECK = 1
export CORE_UTILIZATION = 40
export SYNTH_HDL_FRONTEND = slang

===== /design/flow/constraint.sdc =====
current_design risc_register_file

set clk_period 31.9
set clk_io_pct 0.2

create_clock -name clk0 -period $clk_period [get_ports {clk}]

set non_clock_inputs [all_inputs -no_clocks]
set_input_delay [expr $clk_period * $clk_io_pct] -clock clk0 $non_clock_inputs
set_output_delay [expr $clk_period * $clk_io_pct] -clock clk0 [all_outputs]

==> results_dict.tcl <==
# place-and-route summary
set metrics [dict create \
    postRouteAntennaNets 0 \
    required_ps 25520 \
    design_area_mm2 0.0626 \
    ys_chip_area_mm2 0.0557 \
    numPortBuffers 113 \
    rsz0062_at_grt "no" \
    die_area_mm2 0.141 \
    status "finished, final reports clean" \
    yosysCellCount 4609 \
    cp-start-kind "primary input" \
    ys.warnings.count 0 \
    cts_buffers 112 \
    power.switching_fraction 0.257 \
    worstSetupPathType "primary input to output port" \
    cts-resized-gates 0 \
    routed-via-count 37600 \
    totalNegativeSetupSlack_ps 0 \
    p_sw_mw 0.838 \
    post_cts_buffers 0 \
    core_mm2 0.138 \
    regMostFlops "registers" \
    n_fill_cell 12000 \
    drc_errors 0 \
    ys.flops 1024 \
    synth_seq_share 0.552 \
    leakage_nw 24.1 \
    clk_path_buf_depth 3 \
    grt-ovfl-total 0 \
    gp_congestion 0.914 \
    grt_pass1_vias 37900 \
    seq_power_share 0.488 \
    drt_first_pass_iters 5 \
    p_clk_frac 0.394 \
    largest_reg_flops 1024 \
    vdd_drop_max_mv 0.0431 \
    dpl-instance-area_mm2 0.0590 \
    grt_pass1_wl_um 269000 \
    startpoint "addr1[0]" \
    initialDrtViolationCount 2395 \
    clk_pin_slew_worst_paths_ps 60 \
    drt_wl_total_um 190000 \
    syn_avg_cell_area_um2 12.1 \
    drv_slew 0 \
    post-dp-hpwl_um 109000 \
    dpl.cell_count 6262 \
    cts_tree "done" \
    synth_cells 4609 \
    fp-row-count 136 \
    cap_viol_max_count 0 \
    wl_per_cell_um 29.4 \
    fmax_mhz 58.6 \
    reg_top3 "registers (1024)" \
    cts.sinks 1024 \
    ys_types 32 \
    stdcell_count 6475 \
    crit_end "RD1[14]" \
    power.density_mw_per_mm2 52.1 \
    intPower_mw 2.42 \
    io_pins 114 \
    die_y_um 375 \
    hp-class "primary input to register" \
    combPwrFrac 0.119 \
    drive_gt1_frac 0.0853 \
    p_total_mw 3.26 \
    finalHoldViolCount 0 \
    most-common-layout-cells "mux2i_1, edfxtp_1, and2_1, nand2_1, nand3_1" \
    fp_util 0.404 \
    grt_start_max_net_pins 93 \
    tightest_slew_ps 1010 \
    slew_headroom 0.323 \
    crit_path_end_kind "output port" \
    warnings 26 \
    htreeDepth 3 \
    cts_hold_buf 0 \
    antenna_found_initial 10 \
    ctsRootBufferMaster "clkbuf_16" \
    fin_hold_ws_ps 6160 \
    critPathArrivalTime_ps 10680 \
    period_needed_ps 17060 \
    area_growth_pct 12.3 \
    fp.dieW_um 375 \
    critical_path.max_fanout 36 \
    grt_usage 0.287 \
    via_per_inst 5.81 \
    syn_area_mm2 0.0557 \
    period_used_share 0.535 \
    report.final.setup_viol 0 \
]
[per-layer routing]
layer,GRT usage,vias up,share of wire
li1,-,16800,-
met1,0.376,18100,0.37
met2,0.395,2244,0.43
met3,0.188,410,0.16
met4,0.0906,18,0.039
met5,0.0305,-,0.0031
[cells in the mapped netlist, drive strengths merged]
| master | count | share of area |
|---|---|---|
| a22oi | 192 | 0.026 |
| nand2 | 197 | 0.013 |
| nand4 | 1 | 0.00011 |
| o21ai | 31 | 0.0028 |
| nor2 | 35 | 0.0033 |
| buf | 178 | 0.018 |
| nor3 | 64 | 0.0057 |
| clkbuf | 272 | 0.019 |
| mux2i | 1024 | 0.18 |
| or2 | 2 | 0.00022 |
| a31oi | 64 | 0.0072 |
| nand2b | 4 | 0.00045 |
| nand3 | 193 | 0.017 |
| a21oi | 192 | 0.017 |
| nand3b | 3 | 0.00040 |
| nor2b | 4 | 0.00045 |
| edfxtp | 1024 | 0.55 |
| or3 | 2 | 0.00031 |
| inv | 1 | 0.000067 |
| or3b | 2 | 0.00031 |
| conb | 1 | 0.000067 |
| a22o | 128 | 0.020 |
| and2 | 994 | 0.11 |
| nand4b | 1 | 0.00016 |
[power by group through the flow]
stage / clock network (mW) / logic (mW) / registers, mW
4_1_cts: 1.30 / 0.383 / 1.59
5_1_grt: 1.34 / 0.410 / 1.60
6_report: 1.28 / 0.387 / 1.59
[through the flow]
stage	setup slack [ps]	utilization
after global routing	14860	0.454
final	14840	0.454
after CTS	15110	0.454
after global placement	15110	0.428
after floorplan	17970	-
after detailed placement	15120	0.428
[area by class of cell]
cell class	instances	area, µm²	share of cell area
sequential	1024	30700	0.491
clock buffer	138	2900	0.0463
timing repair buffer	278	2430	0.0388
tap	1794	2240	0.0359
clock inverter	71	668	0.0107
antenna	4	10.0	0.000160
inverter	1	3.75	0.0000600
multi-input combinational	3165	23600	0.377
[worst max-delay path: stages]
cell and delay [ps]:
clkdlybuf4s50_1 620, nor2b_4 200, buf_4 570, buf_4 710, buf_4 630, a22o_1 210
nor3_1 70, a31oi_1 460, nand3_1 290, clkdlybuf4s50_1 490
[worst min-delay path by stage]
stage	startpoint	end	slack, ps	depth (start not counted)
4_1_cts	rset_lg	registers[11][28]$_SDFFCE_PN0P_	6090	2
5_1_grt	rset_lg	registers[11][28]$_SDFFCE_PN0P_	6160	2
6_report	rset_lg	registers[11][28]$_SDFFCE_PN0P_	6160	2
[logic make-up (layout without fill, tap and decap cells)]
| kind of cell | Yosys count | after routing | share of synthesized area |
|---|---|---|---|
| muxes | 1024 | 1024 | 0.184 |
| DFF | 1024 | 1024 | 0.552 |
| buffers and inverters | 451 | 488 | 0.0371 |
| and+or+nand+nor | 1502 | 1502 | 0.154 |
| other | 1 | 36 | 0.0000673 |
| AOI/OAI and AO/OA | 607 | 607 | 0.0732 |
