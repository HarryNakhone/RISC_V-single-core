==> flow/design.v <==
`timescale 1ns / 1ps
module risc_load_data_extractor(
    input logic [31:0] mem_data,
    input logic [3:0] be_mask,
    input logic [2:0] f3,
    output logic [31:0] wb_data,
    output logic valid
    );
    logic sign_extend;
    assign sign_extend = ~f3[2];
    logic [31:0] masked_data;
    logic [31:0] raw_data;
    always_comb begin : mask_apply    
        for (int i = 0; i < 4; i ++) begin
            if (be_mask[i]) begin
                masked_data[(i*8)+:8] = mem_data[(i*8)+:8];   
            end else begin
                masked_data[(i*8)+:8] = 8'b00000000;
            end 
        end
    end
    always_comb begin : shift_data
        case (f3)    
            3'b010: raw_data = masked_data;
            3'b001, 3'b101: begin
                case(be_mask) 
                    4'b0011: raw_data = masked_data;
                    4'b1100: raw_data = masked_data >> 16;
                    default: raw_data = 32'b0;
                endcase
            end
            3'b000, 3'b100: begin
                case(be_mask)
                    4'b0001: raw_data = masked_data;
                    4'b0010: raw_data = masked_data >>8;   
                    4'b0100: raw_data = masked_data >> 16;
                    4'b1000: raw_data = masked_data >> 24;
                    default: raw_data = 32'b0;
                endcase
            end
            default: raw_data = 32'b0;
        endcase
    end
    always_comb begin: sign_extend_logic    
        case (f3)
            3'b010: wb_data = raw_data;
             3'b001, 3'b101: wb_data = sign_extend ? {{16{raw_data[15]}}, raw_data[15:0]} : raw_data;
             3'b000, 3'b100: wb_data = sign_extend ? {{24{raw_data[7]}}, raw_data[7:0]} : raw_data;
             default: wb_data = 32'd0;
        endcase
        valid = |be_mask;  
    end
endmodule;
==> flow/run.sh <==
#!/bin/bash
# OpenROAD 26Q1-2900-gdf79404cd8, Yosys 0.63+post, stock flow scripts
make -C /OpenROAD-flow-scripts/flow DESIGN_CONFIG=/design/flow/config.mk WORK_HOME=/design/flow/orfs finish
==> flow/config.mk <==
export PLATFORM = sky130hd
export DESIGN_NAME = risc_load_data_extractor
export DESIGN_NICKNAME = risc_load_data_extractor
export VERILOG_FILES = /design/flow/design.v
export SDC_FILE = /design/flow/constraint.sdc
export NUM_CORES = 4
export LEC_CHECK = 1
export CORE_AREA = 10 10 79 79
export DIE_AREA = 0 0 89 89
export SYNTH_HDL_FRONTEND = slang
==> flow/constraint.sdc <==
current_design risc_load_data_extractor

set clk_period 7.3
set clk_io_pct 0.2

create_clock -name clk0 -period $clk_period

set non_clock_inputs [all_inputs -no_clocks]
set_input_delay [expr $clk_period * $clk_io_pct] -clock clk0 $non_clock_inputs
set_output_delay [expr $clk_period * $clk_io_pct] -clock clk0 [all_outputs]
==> results_dict.tcl <==
# flow metrics
set metrics [dict create \
    antenna_left 0 \
    die_w_um 89 \
    critPathLaunchType "primary input" \
    rows 25 \
    synthCells 129 \
    synth_cell_types 30 \
    antenna_found_initial 0 \
    tns_ps 0 \
    outcome "complete, no violations" \
    stdcell_count 242 \
    first_pass_iters 4 \
    clkbuf_count 0 \
    path_delay_family "simple AND/OR/NAND/NOR gates" \
    hold_depth 4 \
    hold_viol_final 0 \
    areaGrowthSynthToFinish_pct 77.9 \
    num_vias 1291 \
    path_max_fanout 17 \
    fill_cells 513 \
    clock_power_share_pct 0 \
    grt_max_degree 18 \
    postSynthAreaPerCell_um2 7.03 \
    max_freq_ghz 0.176 \
    routedWlPerCell_um 19.8 \
    required_ps 5840 \
    grt_pass1_vias 1355 \
    cts-hold-fix-buffers 0 \
    crit_top_cell "clkdlybuf4s50_1" \
    warnings 32 \
    arrival_ps 4210 \
    min_to "wb_data[19]" \
    hold_class "in2out" \
    power_frac_seq_pct 0 \
    drtIter0Drc 120 \
    cap_violations 0 \
    worstMarginPinSlew_ps 676 \
    switchingPower_w 0.0000325 \
    diodes 0 \
    ys_warn_count 0 \
    startpoint "be_mask[0]" \
    dp_cells 242 \
    slew_viol_final 0 \
    die.size.y_um 89 \
    slowest_stage "clkdlybuf4s50_1" \
    fp_util_pct 19.5 \
    swShare_pct 40.8 \
    dp_hpwl_um 3880 \
    seq_cells 0 \
    timing.critical_path.buf_inv 2 \
    rsz0062_at_grt "no" \
    wl_um 4800 \
    ir_drop_v 0.0000138 \
    overflow 0 \
    setup_viol 0 \
    viasPerCell 5.33 \
    relSlewSlack_pct 54.8 \
    boundaryPins 72 \
    fin_crit_sh_pct 77.7 \
    yosysCellCount 129 \
    totalPowerFinal_w 0.0000795 \
    seq_area_um2 0 \
    crit_type "in2out" \
    power.internal_w 0.0000470 \
    max_stage_delay_ps 750 \
    drc_errors 0 \
    end_kind "primary output" \
    grt_usage_pct 11.9 \
    core_area_um2 4660 \
    yosysChipArea_um2 907 \
    leakage_nw 0.594 \
    period_minus_slack_ps 5670 \
    cts_repair_resize_count 0 \
    place_congestion 0.897 \
    cts_setup_buffers 0 \
    power_density_nw_per_um2 49.3 \
    post-route-util_pct 34.6 \
    syn-cell-area_um2 907 \
    min_from "mem_data[19]" \
    die_area_um2 7920 \
    yosysSeqAreaShare_pct 0 \
    grt_pass1_wl_um 7470 \
    crit_chain "clkdlybuf4s50_1, and4bb_1, nor2b_1, a221o_1, clkdlybuf4s50_1" \
    io_buffers 72 \
    power_frac_comb_pct 100.0 \
    drive_gt1_share_pct 4.79 \
]
[Yosys cell counts, types with 2 or more instances]
master	count	area share, %
a221o_1	8	8.8
and2_1	2	1.4
a22oi_1	16	13
and4bb_1	2	2.8
nor4b_4	2	5.2
buf_6	3	3.7
a221oi_1	7	6.8
buf_4	2	1.7
buf_2	3	1.7
nor2_1	4	1.7
nand3b_1	4	3.3
clkbuf_2	2	1.1
nand2_1	39	16
o311a_1	7	7.7
a211oi_2	3	4.1
nor2b_1	3	2.1
clkbuf_1	4	1.7
a211oi_1	6	5.0
[cells in the final DEF (no fill, tap or decap), drive strengths merged]
cell type and instances:
o311a 7, a211oi 9, a221o 8, a311o 1, nor4b 2, o211a 1
nor3b 2, o21ai 1, nand2 39, nor2b 3, nand3b 4, and2 2
a22o 1, and4bb 2, clkdlybuf4s50 72, buf 1, a221oi 7, inv 1
nor2 4, o311ai 1, or4 1, a22oi 16, o211ai 1, nand3 1
nand2b 1
[worst max path at each step]
stage | endpoint | depth (start not counted)
finish | wb_data[10] | 5
global route | wb_data[13] | 5
CTS | wb_data[10] | 5
[per-layer routing]
layer | vias up | track usage (%) | part of all wire, %
met5 | - | 0 | 0
met4 | 0 | 0.578 | 0.40
met3 | 2 | 2.66 | 8.3
met2 | 51 | 19.5 | 48
met1 | 596 | 16.3 | 43
li1 | 642 | - | -
[per-stage QoR]
step	hold slack [ps]	instance area [um2]	worst slack, ps
after floorplan	2970	907	3310
after global placement	3910	1610	1740
after detailed placement	3900	1610	1720
after CTS	3910	1610	1720
after global routing	3930	1610	1540
final	3900	1610	1630
[final cells by class]
type,count,area [um2],area share [%]
inverter,1,3.75,0.233
multi-input combinational,114,815,50.5
tap,54,67.6,4.19
timing repair buffer,73,728,45.1
[kinds of logic after synthesis]
group                  Yosys count  synth area share [%]
AND-OR/OR-AND                   53                  53.0
buffers and inverters           15                  10.2
AND/OR/NAND/NOR                 61                  36.8
[worst min-delay path, stage by stage]
cell	delay, ps
clkdlybuf4s50_1	440
nand2_1	70
nand2_1	50
clkdlybuf4s50_1	420
[power by group through the flow]
stage,Combinational (W),Clock (W),Sequential (W)
4_1_cts,0.0000802,0,0
5_1_grt,0.0000863,0,0
6_report,0.0000795,0,0
